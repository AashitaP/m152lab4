==> design.v <==
module bank(clk, b1, b10, b50, b100, randNum1, randNum2, randNum3, randNum4, rst, balance);
input clk;
input b1;  
input b10;
input b50;
input b100;
input [3:0] randNum1;
input [3:0] randNum2;
input [3:0] randNum3;
input [3:0] randNum4;
input rst;
output reg[26:0] balance;
reg[26:0] balanceR = 100;
reg[26:0] deduction;
always @(posedge clk)
begin
	if (b100)
		deduction <= 100;
	else if (b50)
		deduction <= 50;
	else if (b10)
		deduction <= 10;
	else if (b1)
		deduction <= 1;
	else
		deduction <= 0;
end
always @(posedge clk)
begin
	balance <= balanceR;
    if(rst)
	begin
        balanceR <= 100;
	end
    else if(randNum1 == randNum2 && randNum2 == randNum3 && randNum3 == randNum4 && rst == 0)
    begin
        if(balance + (2*deduction) >= 1000)
            balanceR <= 1000;
        else
            balanceR <= balanceR + (2*deduction);
    end
	else if(rst == 0)
	begin
        if(balanceR - deduction <= 0)
            balanceR <= 0;
		else
            balanceR <= balanceR - deduction;
	end
end
endmodule
==> run.sh <==
#!/bin/bash
# OpenROAD 26Q1-2900-gdf79404cd8, Yosys 0.63+post, stock flow scripts
make -C /OpenROAD-flow-scripts/flow DESIGN_CONFIG=/design/flow/config.mk WORK_HOME=/design/flow/orfs finish
==> config.mk <==
export PLATFORM = sky130hd
export DESIGN_NAME = bank
export DESIGN_NICKNAME = bank
export VERILOG_FILES = /design/flow/design.v
export SDC_FILE = /design/flow/constraint.sdc
export NUM_CORES = 4
export LEC_CHECK = 1
export CORE_UTILIZATION = 50
==> constraint.sdc <==
current_design bank

set clk_period 9.0
set clk_io_pct 0.2

create_clock -name clk0 -period $clk_period [get_ports {clk}]

set non_clock_inputs [all_inputs -no_clocks]
set_input_delay [expr $clk_period * $clk_io_pct] -clock clk0 $non_clock_inputs
set_output_delay [expr $clk_period * $clk_io_pct] -clock clk0 [all_outputs]
==> impl_metrics.yaml <==
# generated from flow reports
sta:
  relSlewSlack_pct: 48.1
  final_max_slew_viol_count: 0
  setup_viol: 0
  fmax_mhz: 196
  worst_pin_slew_ns: 0.778
  setup_tns_ns: 0
  finalCritPeriodShare_pct: 56.6
  period_minus_slack_ns: 5.09
  finalClockSkew_ns: 0.00803
  rsz0062_at_grt: "false"
  hold_viol_final: 0
routing:
  drt_wl_total_um: 10900
  diodes: 0
  vias: 4071
  vias_per_cell: 6.24
  first_pass_iters: 5
  drt_iter0_drc: 288
  post_drt_wl_per_cell_um: 16.7
  remaining_drc_errors: 0
  ant_nets: 0
logic_synthesis:
  top_cells_by_area: "dfxtp_1 (29%), ha_1 (6.4%), a21oi_1 (3.8%)"
  netlist-cell-type-count: 63
  ys.flop_type: "dfxtp_1"
  async_reset_ff_share_pct: 0
  synth_seq_share_pct: 29.1
  synthCells: 513
  yosysWarnings: 1
  synth_area_um2: 4120
  synth.avg_cell_area_um2: 8.03
  ys_chip_area_um2: 4120
  yosysCellCount: 513
  synth_flops: 60
  synth_top_area_share_pct: 29.1
  synth-edff-count: 0
  yosysTopAreaCell: "dfxtp_1"
status:
  status: "completed"
clock_tree:
  cts_tree: "yes"
  cts.root.buffer_cell: "clkbuf_8"
  clk_pin_slew_worst_paths_ns: 0.07
  clock_latency_ns: 0.34
  hold_buffers: 0
  cts_setup_buffers: 0
  clkSinkCount: 60
  numCtsBuffers: 9
  cts.repair.resized: 0
  htreeDepth: 3
  clockBufferDepth: 2
critical_path:
  startpoint: "randNum1[2]"
  cp-end-kind: "flop"
  crit_type: "input pin to flop"
  crit_fanout: 38
  cp.required_ns: 9.27
  arrival_ns: 5.36
  worst_r2r_startpoint: "deduction[1]$_SDFF_PP0_"
  cp-start-kind: "input pin"
layout:
  fillCellCount: 705
  drive_gt1_share_pct: 6.73
  fin_cells: 652
  areaGrowthSynthToFinish_pct: 17.9
floorplanning:
  core_area_um2: 7850
  die_x_um: 92.8
  dieArea_um2: 8610
  die_y_um: 92.8
  row_count: 32
  initial_core_util_pct: 52.5
  num_io_pins: 49
power:
  powerDensity_nw_per_um2: 310
  power_mw: 1.51
  leakagePower_nw: 1.83
  max-vdd-ir-drop_mv: 0.130
flow_run:
  cap_viol_max_count: 0
  warning_count: 29
placed_design:
  place_hpwl_um: 8140
  portBuffers: 48
  gp_congestion: 0.950
  dp.cells: 637
global_route:
  grt_pass1_vias: 3702
  grt_antenna_before_repair: 0
  grt_max_degree: 39
  grt.total_usage_pct: 27.7
  grt_pass1_wl_um: 18500
  grt.overflow.total: 0
worst_hold_path:
  hp-class: "flop to flop"
  hold_start: "balanceR[0]$_SDFFE_PP0P_"
## synth_stat cells (4+ instances only)
library cell,count
a31oi_1,9
or4_1,7
a221oi_1,8
and4_1,5
nand3_1,13
or3_1,5
nor4_1,11
a211oi_1,14
mux2i_1,5
o2111ai_1,5
nand2_1,33
nand3b_1,4
a21o_1,14
nand4_1,18
inv_1,22
nand2b_1,11
and3_1,11
a22oi_1,6
o21ai_0,21
dfxtp_1,60
and2_1,6
nor2_1,29
ha_1,21
a21oi_1,31
o211ai_1,4
xor2_1,6
nor2b_1,5
clkbuf_1,22
or2_2,8
nor3_1,24
xnor2_1,16
## state kept, by name (all words and copies together), names as in the netlist
| register | flops |
|---|---|
| balance | 27 |
| balanceR | 27 |
| deduction | 6 |
## logic make-up after synthesis
family | share of synthesized area, %
and+or+nand+nor | 27.1
AOI/OAI and AO/OA | 24.4
DFF | 29.1
buffers and inverters | 5.01
adders and majority gates | 7.83
xor gates and xnor gates | 4.68
muxes | 1.76
## final cells by class
class	instances	area, um^2	area share [%]
multi-input cells	402	2720	56.0
flip-flops and latches	60	1200	24.7
repair buffers	51	503	10.3
clock buffers	11	151	3.11
well taps	102	128	2.63
inverters	22	82.6	1.70
clock inverters	4	72.6	1.49
## stage by stage
| step | hold WS [ns] | worst slack (ns) | utilization (%) | instance area [um^2] |
|---|---|---|---|---|
| 2_1_floorplan | 0.329 | 4.76 | - | 4120 |
| 3_3_place_gp | 0.366 | 3.63 | 59.1 | 4640 |
| 3_5_place_dp | 0.364 | 3.57 | 59.1 | 4640 |
| 4_1_cts | 0.377 | 3.93 | 61.9 | 4860 |
| 5_1_grt | 0.381 | 3.65 | 61.9 | 4860 |
| 6_report | 0.373 | 3.91 | 61.9 | 4860 |
## power breakdown
part	internal [mW]	leakage [nW]	switching, mW	total (mW)
clock network	0.169	0.111	0.105	0.274
logic	0.359	1.22	0.362	0.721
registers	0.352	0.495	0.159	0.511
total	0.879	1.83	0.626	1.51
## per-layer routing
layer  track usage [%]  part of all wire, %
met1              42.9                   49
met2              41.7                   43
met5                 0                    0
met4              4.36                  1.3
met3              5.51                  6.8
## cells in the final DEF (no fill, tap or decap), types with 18 or more instances in the layout
cell type	n
nor3_1	24
nand4_1	18
nor2_1	29
ha_1	21
dfxtp_1	60
a21oi_1	31
clkdlybuf4s50_1	48
nand2_1	33
o21ai_0	21
inv_1	22
## critical path, stage by stage
cell             delay, ns
clkdlybuf4s50_1       0.41
or4_1                 0.52
a222oi_1              0.39
and2_1                0.63
o211ai_1              0.18
a211o_1               0.30
nor4_4                0.26
buf_4                 0.40
and2_1                0.23
a221oi_1              0.09
a31oi_1               0.15
## final timing paths
path	end	slack, ns	cells past startpoint
worst max-delay path	balanceR[20]$_SDFF_PP0_	3.91	11
worst min-delay path	balance[0]$_DFF_P_	0.37	0
worst max register to register	balanceR[11]$_SDFF_PP0_	5.01	12
worst min register to register	balance[0]$_DFF_P_	0.37	0
Power is estimated from default activity; no workload was simulated.
